--- ./run.sh ---
#!/bin/bash
# OpenROAD 26Q1-2900-gdf79404cd8, Yosys 0.63+post, stock flow scripts
make -C /OpenROAD-flow-scripts/flow DESIGN_CONFIG=/design/flow/config.mk WORK_HOME=/design/flow/orfs finish
--- ./config.mk ---
export PLATFORM = sky130hd
export DESIGN_NAME = coffee_machine
export DESIGN_NICKNAME = coffee_machine
export VERILOG_FILES = /design/flow/design.v
export SDC_FILE = /design/flow/constraint.sdc
export NUM_CORES = 4
export LEC_CHECK = 1
export CORE_UTILIZATION = 40
--- ./constraint.sdc ---
current_design coffee_machine

set clk_period 7.4
set clk_io_pct 0.2

create_clock -name clk0 -period $clk_period [get_ports {clock}]
create_clock -name clk1 -period $clk_period [get_ports {coin_100}]
create_clock -name clk2 -period $clk_period [get_ports {coin_500}]

set non_clock_inputs [all_inputs -no_clocks]
set_input_delay [expr $clk_period * $clk_io_pct] -clock clk0 $non_clock_inputs
set_output_delay [expr $clk_period * $clk_io_pct] -clock clk0 [all_outputs]
--- ./design.v ---
module coffee_machine
(
	input logic clock, 					 
	input logic reset, 					 
	input logic coin_100, 				 
	input logic coin_500, 				 
	input logic [2:0] coffee_type, 	 
	input logic confirm,              
	output logic [6:0] total_coins_display,
	output logic [6:0] change_display,
	output logic [6:0] zero1_display,
	output logic [6:0] zero2_display,
	output logic [6:0] zero3_display,
	output logic [6:0] zero4_display,
	output logic water,
	output logic coffee,
	output logic sugar,
	output logic milk,
	output logic chocolate,
	output logic finished
);
	logic [3:0] total_1coins; 
	logic [3:0] total_5coins;
	logic coins_reset;
	logic [3:0] change;
	logic enable; 
	logic [2:0] seconds;
	logic [2:0] ingredient_time;
	logic comparator_result;
	logic [2:0] state;
	logic new_clock;
	new_clock_module NEW_CLOCK(clock, new_clock);
	coin_counter_module COIN_COUNTER(coin_100, reset | coins_reset, total_1coins);
	coin_500_counter_module COIN_5COUNTER(coin_500, reset | coins_reset, total_5coins);
	coin_comparator_module COIN_COMPRATOR((total_1coins + total_5coins), coins_reset);
		coin_display_module COINS_DISPLAY((total_1coins + total_5coins), total_coins_display);
	substractor_module COFEE_SELECTOR(coffee_type, (total_1coins + total_5coins),confirm, change, enable);
		coin_display_module CHANGE_DISPLAY(change, change_display);
		coin_display_module ZERO1_DISPLAY(7'b1000000, zero1_display);
		coin_display_module ZERO2_DISPLAY(7'b1000000, zero2_display);
		coin_display_module ZERO3_DISPLAY(7'b1000000, zero3_display);
		coin_display_module ZERO4_DISPLAY(7'b1000000, zero4_display);
	timer_module GENERAL_TIMER(new_clock, reset , enable, seconds);
	time_per_coffee_module COFFEE_TIMER(coffee_type, state, ingredient_time);
	time_comparator_module TIMER_COMPARATOR(seconds, ingredient_time, comparator_result);	
	fsm_module FSM(new_clock, reset, comparator_result, water, coffee, sugar, milk, chocolate, finished, state);
endmodule 
module coin_500_counter_module
(
	input logic coin_500,
	input logic reset,
	output logic [3:0] total_coins
);
	logic [3:0] number;
	always_ff@(negedge coin_500 or posedge reset)
	begin
		if (reset)
			number = 0;
		else
			number = number + 5;
	end
	assign total_coins=number;
endmodule  
module coin_comparator_module
(
	input logic [3:0] total_coins,
	output logic coins_reset
);
	assign coins_reset = (total_coins >= 4'd12);
endmodule 
module coin_counter_module
(
	input logic coin_100,
	input logic reset,
	output logic [3:0] total_coins
);
	logic [3:0] number;
	always_ff@(negedge coin_100 or posedge reset)
	begin
		if (reset)
			number = 0;
		else
			number = number + 1;
	end
	assign total_coins=number;
endmodule 
module coin_display_module
(
	input logic [3:0] total,
	output logic [6:0] display
);
	always @(total)
		begin
			case (total)
			  0 : display = 7'b1000000;
			  1 : display = 7'b1111001;
			  2 : display = 7'b0100100;
			  3 : display = 7'b0110000;
			  4 : display = 7'b0011001;
			  5 : display = 7'b0010010;
			  6 : display = 7'b0000010;
			  7 : display = 7'b1111000;
			  8 : display = 7'b0000000;
			  9 : display = 7'b0011000;
			  default: display = 7'b1000000;
			endcase
		end
endmodule 
module fsm_module
(
	input logic clock,
	input logic reset,
	input logic result,  
	output logic water,
	output logic coffee,
	output logic sugar,
	output logic milk,
	output logic chocolate,
	output logic finished,
	output logic [2:0] state_output 
);
	logic [2:0] state;
	logic [2:0] next_state;
	always_ff @(posedge clock or posedge reset)
		if (reset)
			state = 3'b000;
		else
			state = next_state;
	always_comb 
		case(state)
			3'b000: if (result) next_state = 3'b001; else next_state = 3'b000;
			3'b001: if (result) next_state = 3'b010; else next_state = 3'b001;
			3'b010: if (result) next_state = 3'b011; else next_state = 3'b010;
			3'b011: if (result) next_state = 3'b100; else next_state = 3'b011;
			3'b100: if (result) next_state = 3'b101; else next_state = 3'b100;
			3'b101: next_state = 3'b101;
			default : next_state = 3'b000;
		endcase
	assign water = (state == 3'b000);
	assign coffee = (state == 3'b001);
	assign sugar = (state == 3'b010);
	assign milk = (state == 3'b011);
	assign chocolate = (state == 3'b100);
	assign finished = (state == 3'b101);
	assign state_output = state;
endmodule 
module new_clock_module 
(
    input logic clock,
    output logic new_clock
);
    logic temp_new_clock = 1'b0;
    int count = 1;
    always @(posedge clock)
        begin
            if(count == 11499999) 
                begin 
                    count = 1;
                    temp_new_clock = ~temp_new_clock;
                end 
            else 
                count = count + 1; 
        end
    assign new_clock = temp_new_clock;
endmodule
module substractor_module
(
	input logic [2:0] coffee_type,
	input logic [3:0] total_coins,
	input logic confirm,
	output logic [3:0] change,
	output logic enable
);
	logic [3:0] temp_change;
	logic temp_et, temp_cf;
	always @(coffee_type, total_coins)
		begin
			case (coffee_type)
				1 : 
					begin
						if (total_coins >= 4'd3)
							begin
								temp_change = total_coins - 4'd3;
								temp_et = 1;
							end
						else
							 begin
								temp_change =  4'd0;
								temp_et = 0;
							end
					end
				2 : 
					begin
						if (total_coins >= 4'd4)
							begin
								temp_change = total_coins - 4'd4;
								temp_et = 1;
							end
						else
							begin
								temp_change =  4'd0;
								temp_et = 0;
							end
					end
				3 : 
					begin
						if (total_coins >= 4'd5)
							begin
								temp_change = total_coins - 4'd5;
								temp_et = 1;
							end
						else
							begin
								temp_change =  4'd0;
								temp_et = 0;
							end
					end
				4 : 
					begin
						if (total_coins >= 4'd7)
							begin
								temp_change = total_coins - 4'd7;
								temp_et = 1;
							end
						else
							begin
								temp_change =  4'd0;
								temp_et = 0;
							end
					end
			  default : 
					begin
						temp_change =  4'd0;
						temp_et = 0;
					end 
       endcase
	  end
	  always @(confirm)
		if (confirm)
			begin
				 change = temp_change;
				 enable = temp_et;
			end
		else
			begin
				 change = 4'd0;
				 enable = 0;
			end
endmodule 
module time_comparator_module
(
	input logic [2:0] timer_count,
	input logic [2:0] ingredient_time,
	output logic comparator_result
);
	assign comparator_result = (timer_count > ingredient_time);
endmodule 
module time_per_coffee_module
(
	input logic [2:0] coffee_type,
	input logic [2:0] state,
	output logic [2:0] ingredient_time
);
	logic [2:0] temp_time;
	always @(coffee_type, state)
		begin
			case(coffee_type)
				1:
					begin
						case(state)
							0: temp_time = 3'd3;
							1: temp_time = 3'd4;
							2: temp_time = 3'd1;
							3: temp_time = 3'd1;
							4: temp_time = 3'd2;
							default: temp_time = 3'd0;
						endcase
					 end
				2:
					begin
						case(state)
							0: temp_time = 3'd3;
							1: temp_time = 3'd3;
							2: temp_time = 3'd2;
							3: temp_time = 3'd1;
							4: temp_time = 3'd2;
							default: temp_time = 3'd0;
						endcase
					 end
				3:
					begin
						case(state)
							0: temp_time = 3'd3;
							1: temp_time = 3'd2;
							2: temp_time = 3'd3;
							3: temp_time = 3'd1;
							4: temp_time = 3'd2;
							default: temp_time = 3'd0;
						endcase
					 end
				4:
					 begin
						case(state)
							0: temp_time = 3'd2;
							1: temp_time = 3'd2;
							2: temp_time = 3'd2;
							3: temp_time = 3'd3;
							4: temp_time = 3'd2;
							default: temp_time = 3'd0;
						endcase
					 end
				default: temp_time = 3'd0;
		endcase
	 end 
	 assign ingredient_time = temp_time;
endmodule 
module timer_module
(
	input logic clock, 
	input logic reset, 
	input logic enable,
	output logic [2:0] seconds
);
	always_ff @(posedge clock or posedge reset)
	  if(reset) 
			seconds = 3'd0;
	  else
			if (enable) 
				seconds = seconds + 1'b1;
endmodule 
==> flow_metrics.tcl <==
# place-and-route summary
set metrics [dict create \
    power_per_cell_area_mw_per_mm2 105.4 \
    drcViolationCount 0 \
    reg2reg_from "COIN_5COUNTER.number[0]" \
    grt_max_degree 15 \
    worstSetupStartpointType "flop" \
    dpl.cell_count 517 \
    async_reset_ff_share_pct 34.00 \
    netlist.area_leader.share_pct 19.65 \
    synth_area_mm2 0.003261 \
    crit_arrival_ps 7160 \
    whs_endpoint "NEW_CLOCK.count[0]" \
    critPathCaptureType "output port" \
    mux_share_pct 2.993 \
    edf_count 1 \
    synthTopCellsByArea "dfxtp_1, ha_1, xnor2_1" \
    hold_class "flop to flop" \
    yosys_warnings 16 \
    grt_first_pass_wirelength_mm 11.61 \
    place.gp.congestion 0.9072 \
    xor_share_pct 11.24 \
    cts_hold_buf 0 \
    cp_max_fo 5 \
    drt_wl_total_mm 6.865 \
    clk_pin_slew_worst_paths_ps 60 \
    reg2reg_depth 10 \
    drv_cap 0 \
    synth.avg_cell_area_um2 9.007 \
    cts_tree "built" \
    min_from "NEW_CLOCK.count[0]" \
    pin_count 56 \
    final_cells 553 \
    vias_per_cell 4.879 \
    adder_share_pct 8.289 \
    dp_hpwl_mm 4.774 \
    ys_seq_share_pct 33.65 \
    routedWlPerCell_um 12.41 \
    synth_cells 362 \
    io_buffer_count 25 \
    warnings 37 \
    area_growth_pct 35.53 \
    grt_overflow_total 0 \
    untimed_endpoints 15 \
    grt_util_all_layers_pct 16.89 \
    cp_cell_sequence "ha_2 -> inv_2 -> fa_2 -> buf_4 -> ha_4 -> nor2b_2 -> nor3_2 -> nor3_2 -> o21ai_2 -> mux2i_2 -> buf_4 -> buf_4 -> buf_4 -> buf_4 -> buf_4 -> a211o_1 -> a21oi_2 -> buf_2" \
    leakagePower_uw 0.001924 \
    violations "setup timing" \
    ys_chip_area_mm2 0.003261 \
    grt_pass1_vias 2534 \
    vias 2698 \
    floorplan.core_util_pct 41.76 \
    hold_ws_ps 445.7 \
    core-area_mm2 0.007807 \
    crit_top_cell "buf_4" \
    rsz0062_at_grt "true" \
    postLayoutSetupSlackWorst_ps -1245 \
    crit_type "flop to output port" \
    die_h_um 92.29 \
    ys_types 67 \
    cpMaxStageDelayCell "fa_2" \
    rows 32 \
    dieArea_mm2 0.008517 \
    ys_seq_elements 50 \
    min_path_cells 1 \
    synth_top_cell_by_count "dfxtp_1" \
    ys_sh_aoi_pct 12.13 \
    tns_ps -8443 \
    crit_path_start "COIN_5COUNTER.number[0]" \
    drv_slew 0 \
    critPathMaxStageDelay_ps 500 \
    drtPass1Iterations 4 \
    ys_cells 362 \
    ys_top_cells_by_count "dfxtp_1, buf_4, nor2_1, xnor2_1" \
    relSlewSlack_pct 48.52 \
    top_area_cell "dfxtp_1" \
    drtIter0Drc 85 \
    reg2reg_slack_ps 5050 \
    synthTopLogicFamily "simple AND/OR/NAND/NOR gates" \
    drive_above_1_share_pct 32.37 \
    setup_viol 14 \
    reg2reg_to "COIN_COUNTER.number[1]" \
    final_hold_viol_count 0 \
    worstMarginPinSlew_ps 772.2 \
    synth-simple-area-share_pct 21.80 \
    grt_antenna_before_repair 0 \
    ir_drop_mv 0.1613 \
    num_antenna_cells 0 \
    crit_required_ps 5920 \
    ys.flop_type "dfxtp_1" \
    antenna_left 0 \
    fin_skew_ps 5.781 \
    unclocked_regs 9 \
    status "complete, but fails checks" \
    die_w_um 92.29 \
]
[worst max path at each step]
stage	endpoint	cells after the start
finish	change_display[4]	18
global route	change_display[4]	16
CTS	change_display[6]	17
[worst max-delay path, delay by kind of cell (launching register included)]
kind / cells / cell delay (ps)
AOI/OAI and AO/OA: 3 / 470
muxes: 1 / 110
adders and majority gates: 3 / 830
buffers and inverters: 8 / 960
DFF: 1 / 400
and+or+nand+nor: 3 / 450
[kinds of logic after synthesis]
group | Yosys count
fa+ha+maj | 21
flops | 50
mux | 9
compound gates | 56
other cells | 2
xor+xnor | 41
simple gates | 129
buf+inv | 54
[report_power, final]
part,leakage [µW],internal (µW),switching [µW]
logic,0.00134,5.74,10.9
registers,0.000498,223,0
clock network,0.0000886,145,81.6
total,0.00192,373,92.5
[registers in the layout, summed over array words and instances, names as in the netlist, named ones only]
signal                    count
NEW_CLOCK.count              32
NEW_CLOCK.temp_new_clock      1
COIN_5COUNTER.number          4
COIN_COUNTER.number           4
FSM.state                     2
GENERAL_TIMER.seconds         3
[metrics by stage]
step                total power, µW  utilization, %  cell area [µm²]  worst slack (ps)
finish                        465.9           56.60             4419             -1245
CTS                           473.0           54.71             4272             -1196
global route                  486.6           56.60             4419             -1366
floorplan                     247.5               -             3418            -705.5
detailed placement            243.1           49.01             3826             -1205
global placement              243.5           49.01             3826             -1147
[repair_timing]
action | 4_1_cts | 5_1_grt
resized | 76 | 23
buffers inserted | 17 | 9
endpoints found under the setup margin | 14 | 14
pin swaps | 22 | 16
endpoints found under the hold margin | 0 | 0
[layout by cell type, fill, tap and decap left out, drive strengths merged, types with 3 or more instances in the layout]
master,n
a211oi,5
a21o,4
a21oi,22
a31oi,3
and2,3
and3,8
buf,69
clkbuf,14
clkdlybuf4s50,13
conb,28
dfrtn,8
dfrtp,8
dfxtp,32
ha,20
inv,20
mux2,6
mux2i,3
nand2,23
nand2b,4
nand3,23
nand4,5
nor2,29
nor2b,8
nor3,7
nor4,4
o211ai,3
o21ai,6
or3,3
xnor2,27
xor2,14
[routing by layer]
layer	up-vias	share of wire [%]	global-route usage [%]
met5	-	0	0
met4	0	0.90	2.995
met3	8	4.6	3.207
met2	68	46	26.24
met1	1259	49	25.40
li1	1363	-	-
[final cells by class]
class | instances | area (µm²)
Clock buffer | 14 | 172.7
Multi-Input combinational cell | 284 | 2263
Timing Repair Buffer | 83 | 678.2
Sequential cell | 50 | 1097
Tap cell | 102 | 127.6
Fill cell | 657 | 3388
Inverter | 20 | 80.08
Power is estimated from default activity; no workload was simulated.
